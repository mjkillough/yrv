==> design.v <==
module segment_display(
  input [3:0] num,
  output logic [6:0] hex
);
  always_comb
    case (num)
      4'd0:    hex = ~7'b0111111;
      4'd1:    hex = ~7'b0000110;
      4'd2:    hex = ~7'b1011011;
      4'd3:    hex = ~7'b1001111;
      4'd4:    hex = ~7'b1100110;
      4'd5:    hex = ~7'b1101101;
      4'd6:    hex = ~7'b1111101;
      4'd7:    hex = ~7'b0000111;
      4'd8:    hex = ~7'b1111111;
      4'd9:    hex = ~7'b1101111;
      4'd10:   hex = ~7'b1110111;
      4'd11:   hex = ~7'b1111100;
      4'd12:   hex = ~7'b0111001;
      4'd13:   hex = ~7'b1011110;
      4'd14:   hex = ~7'b1111001;
      4'd15:   hex = ~7'b1110001;
      default: hex = ~7'b0000000;
    endcase
endmodule
module top(
  input CLOCK_50,
  input    SW,
  output   [2:0] LEDR,
  output [6:0] HEX0, HEX1  ,
  input UART_RXD,
  output UART_TXD
);
  reg [7:0] data = 0;
  wire ready, resetn;
  assign resetn = !SW;
  assign LEDR[0] = ready;
  assign LEDR[2] = resetn;
  segment_display hex0(
    .num(data[3:0]),
    .hex(HEX0)
  );
  segment_display hex1(
    .num(data[7:4]),
    .hex(HEX1)
  );
  uart_rx#(
    .CLOCK_HZ(50000000),
    .BAUD_RATE(115200)
  ) rx(
    .resetn(resetn),
    .clk(CLOCK_50),
    .rx(UART_RXD),
    .ready(ready),
    .data(data)
  );
  uart_tx#(
    .CLOCK_HZ(50000000),
    .BAUD_RATE(115200)
  ) tx(
    .resetn(resetn),
    .clk(CLOCK_50),
    .tx(UART_TXD),
    .write(ready),
    .data(data),
    .busy(LEDR[1])
  );
endmodule
module uart_baud#(
  parameter CLOCK_HZ = 10,
  parameter BAUD_RATE = 1
)(
  input resetn,
  input clk,
  input half,
  output tick
);
  wire [31:0] clocks_per_baud = (CLOCK_HZ / BAUD_RATE);
  reg [31:0] clock_count = 0;
  always_ff @(posedge clk, negedge resetn) begin
    if (!resetn) clock_count <= 0;
    else begin
      if (half)
        clock_count <= clocks_per_baud / 32'd2;
      else if (tick)
        clock_count <= 0;
      else
        clock_count <= clock_count + 1'b1;
    end
  end
  assign tick = clock_count == clocks_per_baud - 1;
endmodule
module uart_rx#(
  parameter CLOCK_HZ = 10,
  parameter BAUD_RATE = 1
)(
  input resetn,
  input clk,
  input rx,
  output reg ready,
  output reg [7:0] data
);
  enum reg [1:0] {
    STATE_IDLE,
    STATE_START,
    STATE_DATA,
    STATE_STOP
  } state;
  reg [2:0] bit_count = 0;
  wire tick, half;
  assign half = (state == STATE_IDLE && rx == 1'b0);
  uart_baud#(
    .CLOCK_HZ(CLOCK_HZ),
    .BAUD_RATE(BAUD_RATE)
  ) baud(
    .*
  );
  reg brx, srx;
  always_ff @(posedge clk) begin
    brx <= rx;
    srx <= brx;
  end
  always_ff @(posedge clk, negedge resetn) begin
    if (!resetn) state <= STATE_IDLE;
    else case (state)
      STATE_IDLE: begin
        ready <= 1'b0;
        if (srx == 1'b0)
          state <= STATE_START;
      end
      STATE_START: begin
        if (tick) begin
          if (srx == 1'b0)
            state <= STATE_DATA;
          else
            state <= STATE_IDLE;
        end
      end
      STATE_DATA: begin
        if (tick) begin
          data[bit_count] <= srx;
          if (bit_count < 7)
            bit_count <= bit_count + 1'b1;
          else
            state <= STATE_STOP;
        end
      end
      STATE_STOP: begin
        if (tick) begin
          bit_count <= 0;
          ready <= 1'b1;
          state <= STATE_IDLE;
        end
      end
    endcase
  end
endmodule
module uart_tx#(
  parameter CLOCK_HZ = 10,
  parameter BAUD_RATE = 1
)(
  input resetn,
  input clk,
  input write,
  input [7:0] data,
  output reg busy,
  output reg tx
);
  enum reg [1:0] {
    STATE_IDLE,
    STATE_START,
    STATE_DATA,
    STATE_STOP
  } state;
  reg [2:0] bit_count = 0;
  reg [7:0] buffer;
  wire tick, baud_resetn;
  assign baud_resetn = resetn && !(state == STATE_IDLE && write);
  uart_baud#(
    .CLOCK_HZ(CLOCK_HZ),
    .BAUD_RATE(BAUD_RATE)
  ) baud(
    .resetn(baud_resetn),
    .clk(clk),
    .half(0),
    .tick(tick)
  );
  always @(posedge clk, negedge resetn) begin
    if (!resetn) state <= STATE_IDLE;
    else case (state)
      STATE_IDLE: begin
        tx <= 1'b1;
        if (write) begin
          busy <= 1'b1;
          buffer <= data;
          bit_count <= 0;
          state <= STATE_START;
        end else
          busy <= 1'b0;
      end
      STATE_START: begin
        tx <= 1'b0;
        if (tick)
          state <= STATE_DATA;
      end
      STATE_DATA: begin
        tx <= buffer[bit_count];
        if (tick) begin
          if (bit_count < 7)
            bit_count <= bit_count + 1'b1;
          else
            state <= STATE_STOP;
        end
      end
      STATE_STOP: begin
        tx <= 1'b1;
        if (tick)
          state <= STATE_IDLE;
      end
    endcase
  end
endmodule
==> run.sh <==
#!/bin/bash
# OpenROAD 26Q1-2900-gdf79404cd8, Yosys 0.63+post, stock flow scripts
make -C /OpenROAD-flow-scripts/flow DESIGN_CONFIG=/design/flow/config.mk WORK_HOME=/design/flow/orfs finish
==> config.mk <==
export PLATFORM = sky130hd
export DESIGN_NAME = top
export DESIGN_NICKNAME = top
export VERILOG_FILES = /design/flow/design.v
export SDC_FILE = /design/flow/constraint.sdc
export NUM_CORES = 4
export LEC_CHECK = 1
export CORE_UTILIZATION = 30
export SYNTH_HDL_FRONTEND = slang
==> constraint.sdc <==
current_design top

set clk_period 5.2
set clk_io_pct 0.2

create_clock -name clk0 -period $clk_period [get_ports {CLOCK_50}]

set non_clock_inputs [all_inputs -no_clocks]
set_input_delay [expr $clk_period * $clk_io_pct] -clock clk0 $non_clock_inputs
set_output_delay [expr $clk_period * $clk_io_pct] -clock clk0 [all_outputs]
==> run summary <==
Status of the implementation.

- The slew at the pin closest to its max-slew limit is ~0.84 ns, for reference.
- The synthesized design spends more area on one cell type than any other, namely sky130_fd_sc_hd__dfrtp_1.
- Recorded from the global router log, the overflow total was 0.
- The TritonCTS clock tree is yes, for reference.
- The highest ir drop seen on vdd is slightly above 0.0002 V, for reference.
- The horizontal die dimension is around 140 microns, for reference.
- The worst hold path belongs to the class reg2reg.
- The internal reg-to-reg setup slack is between 1.5 and 2 ns, for reference.
- The number of warnings reported in the stage logs is 37.
- The routability congestion estimate from global placement is about 0.83, for reference.
- Per the repair_timing log after CTS, setup buffers inserted total 0.
- The detailed router reports a met2 wire length of ~4300 microns.
- The data required time at the worst endpoint is roughly 5.5 ns, for reference.
- OpenSTA, run right after detailed placement, puts the worst setup slack at roughly 1.2 ns.
- The number of flops mapped to enable cells by yosys is 25, for reference.
- The vertical die dimension is roughly 140 microns, for reference.
- Pins over their slew limit in the final report were tallied at 0.
- The final critical path time including I/O delays and setup is roughly 3.5 ns, for reference.
- Per the detailed-route log, wirelength across all metal layers totals 10600 microns.
- The main area contributors are sky130_fd_sc_hd__dfrtp_1 31%, sky130_fd_sc_hd__edfxtp_1 13%, sky130_fd_sc_hd__dfxtp_1 5.6%.
- The number of synthesized register bits is 113, for reference.
- Before any placement, the netlist area is recorded as around 5700 sq um.
- The aggregate negative setup slack is 0 ns, for reference.
- Setup repair after global routing left no endpoint under its margin.
- Cells with a size suffix above 1 make up between 10% and 20% of the layout.
- After Yosys synthesis, XOR and XNOR cells account for 9.26% of the synthesized area.
- For reference, compound AND-OR and OR-AND cells occupy under 10% of the area reported after synthesis.
- The worst stage delay on the critical path is ~0.59 ns, for reference.
- The iteration-0 DRC count of the detailed router is between 150 and 200, for reference.
- The total via count after detailed routing is around 4000, for reference.
- The dominant kind of combinational cell is simple AND/OR/NAND/NOR gates, for reference.
- The capturing instance or port of the critical path is hex1.hex[3], for reference.
- The synthesized netlist contains 48 unique library cells.
- The number of hold-repair buffers added at the cts stage is 0, for reference.
- The Yosys step of the flow raised 0 warnings.
- The area share of and/or/nand/nor cells after synthesis is between 20 and 25%, for reference.
- Per the layout report, the design carries between 1500 and 2000 filler cells.
- The area overhead of the layout relative to synthesis is 18.4%, for reference.
- Of the available clock period, the critical path in the final layout requires between 60% and 70%.
- The endpoint of the lowest-slack register-to-register path is hex1.hex[3], for reference.
- Per the finish-stage timing summary, setup violations number 0.
- The leakage power figure is 2.76 nW, for reference.
- The placeable core area is 18300 sq um, for reference.
- The final-report hold violation count is 0, for reference.
- Before placement the cells fill 31.1% of the core.
- The antenna diode instance count is 0, for reference.
- The maximum number of pins on one net before global-route repair is between 40 and 50, for reference.
- The data arrival time reported for the critical path is ~3.8 ns.
- The worst-case clock buffer depth is 2, for reference.
- Summed over all nets, wire length on met3 after detailed routing comes to around 470 microns.
- The fraction of synthesis flops using an asynchronous set or reset pin is a little under two thirds, for reference.
- The via-per-instance ratio is between 4 and 5, for reference.
- During placement, the flow inserted port buffers numbering 20.
- The insertion delay to the later sink of the worst-skew pair is 0.41 ns, for reference.
- The top routing layer in use is met4, for reference.
- Across the run, the number of max-cap violations was 0.
- The first global-routing pass estimated between 15000 and 20000 microns of wire.
- Clock-pin slew was measured on the worst setup and hold paths at roughly 0.060 ns.
- For this run, the detailed router's first-pass iteration total came to 4.
- After detailed routing, the average wire length per cell comes to ~13 microns.
- The worst slew margin relative to its limit is 43.5%, for reference.
- For this run, the chip area from Yosys synthesis comes to between 5000 and 6000 sq um.
- Looking at the critical path, the highest net fanout was 25.
- The post-detailed-placement half-perimeter wirelength is 7230 microns, for reference.
- The number of global-route vias before repair came to slightly below 4000.
- The multi-input logic area is around 2600 sq um, for reference.
- The clock drives around 110 sinks.
- The number of gates resized after CTS was 0.
- The initial antenna violation count is 0.
- The ratio of total power to cell area is ~310 nW/um^2, for reference.
- Per STA, the worst path is made up of clkdlybuf4s50_1 -> nor4_4 -> buf_4 -> mux2i_1 -> inv_1 -> ha_1 -> inv_1 -> nor2_1 -> a211oi_1 -> a21oi_1 -> a221o_1.
- The cell count in the Yosys report is between 500 and 600, for reference.
- After synthesis, flip-flops and latches occupy between 50% and 60% of the total area.
- In the per-layer summary, the met1 wirelength comes to between 5000 and 6000 microns.
- Overall routing resource usage recorded by global route was a little under an eighth.
- The area share of the largest cell type after synthesis is a little under a third, for reference.
- The endpoint class of the critical path is a register, for reference.
- Hold timing on the final database bottoms out at a slack of between 0.3 and 0.4 ns.
- Per the TritonCTS log, the buffer count is 17.
- The type of the worst setup path is in2reg, for reference.
- The highest clock rate this design can be run at is 282 MHz.
- The flow ran to the end, and the final reports show no timing, DRC or antenna violations.
- For reference, the critical path is launched at SW.
- The nature of the critical path startpoint is a primary input, for reference.
- The H-tree depth is 4, for reference.
- Total power for the finished layout comes to around 2.1 mW.
- The initialized floorplan defines 49 standard-cell rows.
- The remaining routing DRC violations is 0, for reference.
- Measured in cells, the most critical reg-to-reg path has a length of 12.
- The total I/O pin count is 21, for reference.
- Between clock sinks in the finished design, the worst skew comes to approximately 0.0083 ns.
- Of the total synthesized cell area, the portion taken by full adders, half adders and majority gates is slightly below 4%.
- Among all flip-flop cells after synthesis, the most frequent one is sky130_fd_sc_hd__dfrtp_1.
- The mean instance size in the synthesized netlist is about 10 sq um, for reference.
- By instance count, the cell type seen most on the critical path is sky130_fd_sc_hd__inv_1.
- The synthesis run shows the most used standard cells to be 70 x sky130_fd_sc_hd__dfrtp_1, 70 x sky130_fd_sc_hd__nor2_1, 46 x sky130_fd_sc_hd__nand2_1.
- Counting every instance in the synthesized netlist gives 544.
- The die covers slightly below 20000 sq um.
- The worst path setup slack after routing is around 1.7 ns, for reference.
- The number of nets still failing antenna checks after routing is 0, for reference.
- The CTS root buffer is sky130_fd_sc_hd__clkbuf_16, for reference.
- In this run the critical register-to-register path is launched from rx.baud.clock_count[10].
- The master of the slowest instance on the critical path is sky130_fd_sc_hd__clkdlybuf4s50_1, for reference.
- The mux contribution to synthesized area is ~6%, for reference.
- The sequential cells in the finished layout cover a total of approximately 2900 sq um.
[cells by family after synthesis]
| kind of cell | count (synthesis) |
|---|---|
| multiplexers | 29 |
| buffers and inverters | 36 |
| AND-OR/OR-AND | 57 |
| flip-flops | 113 |
| AND/OR/NAND/NOR | 231 |
| adder cells (fa/ha/maj) | 18 |
| XOR/XNOR | 60 |
[layout by cell type (no fill, tap or decap), types with 7 or more instances in the layout]
| master | netlist | routed |
|---|---|---|
| sky130_fd_sc_hd__buf_4 | 4 | 7 |
| sky130_fd_sc_hd__dfrtp_1 | 70 | 70 |
| sky130_fd_sc_hd__clkdlybuf4s50_1 | 0 | 20 |
| sky130_fd_sc_hd__mux2i_1 | 13 | 13 |
| sky130_fd_sc_hd__xor2_1 | 26 | 26 |
| sky130_fd_sc_hd__inv_1 | 20 | 20 |
| sky130_fd_sc_hd__nor2b_1 | 15 | 15 |
| sky130_fd_sc_hd__nand2_1 | 46 | 46 |
| sky130_fd_sc_hd__nor3_1 | 9 | 9 |
| sky130_fd_sc_hd__clkbuf_16 | 0 | 21 |
| sky130_fd_sc_hd__edfxtp_1 | 25 | 25 |
| sky130_fd_sc_hd__a21oi_1 | 12 | 11 |
| sky130_fd_sc_hd__nor2_1 | 70 | 70 |
| sky130_fd_sc_hd__xnor2_1 | 34 | 34 |
| sky130_fd_sc_hd__nand4_1 | 16 | 16 |
| sky130_fd_sc_hd__o21ai_0 | 16 | 16 |
| sky130_fd_sc_hd__and3_1 | 8 | 8 |
| sky130_fd_sc_hd__dfxtp_1 | 16 | 16 |
| sky130_fd_sc_hd__ha_1 | 18 | 18 |
| sky130_fd_sc_hd__nand3_1 | 28 | 28 |
| sky130_fd_sc_hd__nor4_1 | 12 | 12 |
| sky130_fd_sc_hd__mux2_2 | 12 | 12 |
[power breakdown]
part	internal (mW)	switching (mW)	total, mW
Sequential	0.904	0.00113	0.905
Combinational	0.00431	0.0134	0.0177
Clock	0.757	0.385	1.14
Total	1.67	0.400	2.07
[worst max-delay path: cells and delay by family]
| kind | cells | cell delay, ns |
|---|---|---|
| buf+inv | 4 | 1.18 |
| compound gates | 3 | 0.57 |
| mux | 1 | 0.45 |
| simple gates | 2 | 0.36 |
| fa+ha+maj | 1 | 0.22 |
[worst min path at each step]
stage         startpoint     end  slack (ns)  depth (start not counted)
CTS               rx.brx  rx.srx        0.32                          0
global route      rx.brx  rx.srx        0.33                          0
finish            rx.brx  rx.srx        0.32                          0
[stage by stage]
step	instances	instance area, sq um	util [%]
2_1_floorplan	544	5680	-
3_3_place_gp	784	6110	33.5
3_5_place_dp	784	6110	33.5
4_1_cts	816	6720	36.8
5_1_grt	816	6720	36.8
6_report	816	6720	36.8
[flip-flops by register name, indices dropped and copies added, names as in the netlist]
name / cells
rx.baud.clock_count: 32
tx.baud.clock_count: 32
rx.data: 8
tx.buffer: 8
hex0.hex: 7
hex1.hex: 7
rx.state: 4
tx.state: 4
rx.bit_count: 3
tx.bit_count: 3
rx.brx: 1
rx.ready: 1
rx.srx: 1
tx.busy: 1
tx.tx: 1
[final cells by class]
| cell class | instances | share of cell area (%) |
|---|---|---|
| clock buffer | 25 | 8.49 |
| clock inverter | 7 | 0.558 |
| inverter | 20 | 1.12 |
| multi-input combinational | 395 | 39.0 |
| sequential | 113 | 42.8 |
| tap | 229 | 4.26 |
| timing repair buffer | 27 | 3.76 |
[metal layers]
metal	vias to the layer above	GRT usage [%]
met4	0	2.20
met3	20	2.88
met1	1910	19.3
li1	1984	-
met5	-	0
met2	82	16.7
Power is estimated from default activity; no workload was simulated.
