[flow/run.sh]
#!/bin/bash
# OpenROAD 26Q1-2900-gdf79404cd8, Yosys 0.63+post, stock flow scripts
make -C /OpenROAD-flow-scripts/flow DESIGN_CONFIG=/design/flow/config.mk WORK_HOME=/design/flow/orfs finish
[flow/config.mk]
export PLATFORM = sky130hd
export DESIGN_NAME = alu
export DESIGN_NICKNAME = alu
export VERILOG_FILES = /design/flow/design.v
export SDC_FILE = /design/flow/constraint.sdc
export NUM_CORES = 4
export LEC_CHECK = 1
export CORE_UTILIZATION = 40
[flow/constraint.sdc]
current_design alu

set clk_period 23.0
set clk_io_pct 0.2

create_clock -name clk0 -period $clk_period

set non_clock_inputs [all_inputs -no_clocks]
set_input_delay [expr $clk_period * $clk_io_pct] -clock clk0 $non_clock_inputs
set_output_delay [expr $clk_period * $clk_io_pct] -clock clk0 [all_outputs]
[flow/design.v]
typedef enum {
  ALU_FUNC_UNKNOWN,
  ALU_FUNC_ADD,
  ALU_FUNC_SUB,
  ALU_FUNC_AND,
  ALU_FUNC_OR,
  ALU_FUNC_XOR,
  ALU_FUNC_SLL,
  ALU_FUNC_SRL,
  ALU_FUNC_SRA,
  ALU_FUNC_SEQ,
  ALU_FUNC_SLT,
  ALU_FUNC_SLTU
} alu_func  ;
module alu(
  input alu_func func,
  input signed [63:0] in1,
  input signed [63:0] in2,
  output [63:0] out
);
  always_comb
    case (func)
      ALU_FUNC_ADD:  out = in1 + in2;
      ALU_FUNC_SUB:  out = in1 - in2;
      ALU_FUNC_AND:  out = in1 & in2;
      ALU_FUNC_OR:   out = in1 | in2;
      ALU_FUNC_XOR:  out = in1 ^ in2;
      ALU_FUNC_SLL:  out = in1 <<  in2[4:0];
      ALU_FUNC_SRL:  out = in1 >>  in2[4:0];
      ALU_FUNC_SRA:  out = in1 >>> in2[4:0];
      ALU_FUNC_SEQ:  out = {63'h0, in1 == in2};
      ALU_FUNC_SLT:  out = {63'h0, in1 < in2};
      ALU_FUNC_SLTU: out = {63'h0, $unsigned(in1) < $unsigned(in2)};
      default: out = 64'hxxxxxxxxxxxxxxxx;
    endcase
endmodule
==> flow_summary.yaml <==
# flow metrics
power_and_ir_drop:
  cellPowerDensity_mw_per_mm2: 27.05
  static_leakage_power_uw: 0.008783
  irDropWorstVdd_mv: 0.01171
setup_path:
  setup.worst_path.start_class: "input pin"
  worst_ep_required_time_ns: 18.40
  worst_ep_arrival_time_ns: 9.92
  critPathMaxFanout: 57
  path_class: "input pin to primary output"
  critical_path.endpoint_type: "primary output"
drt:
  antenna_cells: 0
  avgRoutedWirePerCell_um: 32.23
  dr_total_vias: 25900
  finalWirelength_mm: 115.1
  ant_nets: 0
  drt-initial-drc-count: 3984
  detailed_route_vias_per_instance: 7.253
  number_of_remaining_drc_errors: 0
  dr.pass1.iters: 7
timing:
  tightestPinTransition_ns: 1.497
  final_min_period_over_clock_period: 0.6311
  fin_ws_ns: 8.484
  setup-tns-final_ns: 0
  finalHoldWorstSlack_ns: 10.25
  timing.fmax_ghz: 0.06889
  finalSetupViolCount: 0
  finalHoldViolCount: 0
  slew-limit-headroom: -0.01073
  grt_setup_unrepaired: "no"
  final.min_clock_period_ns: 14.52
  slew_violations: 1
yosys:
  synth.cell_area_mm2: 0.01927
  ys_cells: 2888
  synthCells: 2888
  synth_area_leader_cell: "ha_1"
  yosys_warnings: 13
  synth_largest_type_area_fraction: 0.1253
  commonest_cells_in_the_netlist: "nor2_1, a21oi_1, nand2_1"
  synth_dominant_cell_count: "nor2_1"
  synth.distinct_cells: 100
  synth.yosys.seq_area_share: 0
  syn_area_per_cell_um2: 6.674
  synth.yosys.chip_area_mm2: 0.01927
  netlist_top_cells_area: "ha_1, mux4_2, a21oi_1"
floorplan:
  num_rows: 80
  core-area_mm2: 0.04765
  die.size.x_um: 221.5
  boundaryPins: 224
  fp.dieArea_mm2: 0.04906
  die_y_um: 221.5
  floorplan.core_util: 0.4045
run_status:
  run_status: "finished, violations left"
  violations: "max-capacitance violations, max-slew violations"
worst_hold_path:
  hold_sp: "in2[4]"
  holdCritPathClass: "input pin to primary output"
  holdPathStages: 6
  min_delay_worst_endpoint: "out[1]"
clocking:
  post_cts.repair.setup_buffers: 0
  post_cts_resize_count: 0
  cts-hold-fix-buffers: 0
placed_design:
  hpwlAfterDp_mm: 90.67
  worst_case_setup_slack_after_placement_ns: 8.814
  io_buffers: 224
  gp_congestion: 1.131
grt:
  number_of_antenna_violations_at_the_first_check_in_global_routing: 7
  global_route_wire_length_before_repair_mm: 165.0
  grt_overflow_total: 0
  first_global_vias: 23630
  globalRouteTotalUtil: 0.4659
  grt_start_max_net_pins: 66
layout:
  logic_area_mm2: 0.01749
  area_growth_synth_to_finish_pct: 12.84
  share_of_layout_cells_above_drive_strength_1: 0.08390
  layout.sequential_cells: 0
  area.sequential_um2: 0
  num-fill-cells: 4925
  clock_buffer_count: 0
run:
  openroad.warnings: 161
  max_cap_viols: 1
==> final cells by class <==
class | count | area share
Timing Repair Buffer | 290 | 0.1256
Tap cell | 615 | 0.03538
Multi-Input combinational cell | 2464 | 0.8041
Inverter | 202 | 0.03492
==> layer usage <==
layer	share of wire	track usage	wire, um
met1	0.41	0.6688	47120
met3	0.17	0.2363	19960
met5	0.00083	0.01369	95
met4	0.046	0.1631	5243
met2	0.37	0.5920	42680
==> how the worst max path moves through the flow <==
stage / startpoint / to / slack, ns
4_1_cts: in1[12] / out[49] / 8.80
5_1_grt: in2[2] / out[32] / 8.32
6_report: in2[2] / out[44] / 8.48
==> power by group <==
group          switching (uW)  internal [uW]  total [uW]
sequential                  0              0           0
clock                       0              0           0
combinational             371            217         588
total                     371            217         588
==> metrics by stage <==
| stage | area [um^2] | utilization | power [uW] | cells |
|---|---|---|---|---|
| floorplan | 19270 | - | 326.9 | 2888 |
| global placement | 21750 | 0.4565 | 558.0 | 3571 |
| detailed placement | 21750 | 0.4565 | 555.5 | 3571 |
| CTS | 21750 | 0.4565 | 559.2 | 3571 |
| global route | 21750 | 0.4565 | 616.7 | 3571 |
| finish | 21750 | 0.4565 | 588.3 | 3571 |
==> cells in the final DEF, fill, tap and decap left out, drive strengths merged, types with 28 or more instances in the layout <==
| cell | Yosys | layout |
|---|---|---|
| nor2 | 361 | 361 |
| a21oi | 286 | 286 |
| nand2 | 271 | 271 |
| o21ai | 230 | 230 |
| clkdlybuf4s50 | 0 | 219 |
| inv | 200 | 200 |
| ha | 193 | 193 |
| mux2i | 106 | 106 |
| mux4 | 88 | 88 |
| nor3 | 71 | 71 |
| buf | 111 | 70 |
| nand3 | 61 | 61 |
| a221oi | 54 | 54 |
| a211oi | 53 | 53 |
| nor4 | 44 | 44 |
| o211ai | 43 | 43 |
| o21bai | 38 | 38 |
| nand4 | 37 | 37 |
| o31ai | 36 | 36 |
| o22ai | 35 | 35 |
| o221ai | 32 | 32 |
| mux2 | 31 | 31 |
| nor2b | 28 | 28 |
==> kinds of logic after synthesis <==
group           synth area share
compound gates            0.3639
xor+xnor                0.004090
fa+ha+maj                 0.1274
buf+inv                  0.09446
mux                       0.1762
simple gates              0.2340
==> critical path: stages <==
cell	delay, ns
buf_4	0.57
clkinv_2	0.09
buf_4	0.32
ha_1	0.51
nor2b_1	0.22
o2111ai_1	0.24
a21oi_1	0.98
o211a_1	0.33
o21ai_1	0.23
o41a_1	0.47
nor2b_1	0.18
a22o_1	0.18
o21ai_1	0.33
nand3_1	0.19
clkdlybuf4s50_1	0.44
No activity file was given, so power comes from the tool's default toggle rates.
