## flow/design.v

```verilog
module regfile(
  input clk,
  input [4:0] rs1,
  input [4:0] rs2,
  output [63:0] rs1_data,
  output [63:0] rs2_data,
  input rd_write,
  input [4:0] rd,
  input [63:0] rd_data
);
  reg [63:0] regs [0:31];
  assign rs1_data = rs1 == 5'h0 ? 64'h0 : regs[rs1];
  assign rs2_data = rs2 == 5'h0 ? 64'h0 : regs[rs2];
  always_ff @(posedge clk)
    if (rd_write)
      if (rd != 5'h0)
        regs[rd] <= rd_data;
endmodule
```

## flow/run.sh

```bash
#!/bin/bash
# OpenROAD 26Q1-2900-gdf79404cd8, Yosys 0.63+post, stock flow scripts
make -C /OpenROAD-flow-scripts/flow DESIGN_CONFIG=/design/flow/config.mk WORK_HOME=/design/flow/orfs finish
```

## flow/config.mk

```make
export PLATFORM = sky130hd
export DESIGN_NAME = regfile
export DESIGN_NICKNAME = regfile
export VERILOG_FILES = /design/flow/design.v
export SDC_FILE = /design/flow/constraint.sdc
export NUM_CORES = 4
export LEC_CHECK = 1
export CORE_UTILIZATION = 30
```

## flow/constraint.sdc

```tcl
current_design regfile

set clk_period 16.5
set clk_io_pct 0.2

create_clock -name clk0 -period $clk_period [get_ports {clk}]

set non_clock_inputs [all_inputs -no_clocks]
set_input_delay [expr $clk_period * $clk_io_pct] -clock clk0 $non_clock_inputs
set_output_delay [expr $clk_period * $clk_io_pct] -clock clk0 [all_outputs]
```

==> flow_summary.yaml <==
# yosys + openroad results
status:
  run_status: "complete, no violations"
cells_and_area:
  area_growth_pct: 15.9
  largest_register: "regs"
  largest_reg_flops: 2048
  largestRegisters: "regs (2048)"
  drive_gt1_share_pct: 32.9
  final_cell_area_um2: 109000
worst_setup_path:
  path_delay_family: "buffers and inverters"
  crit_path_end: "rs1_data[15]"
  path_class: "primary input to output pin"
  worst_ep_required_time_ns: 13.20
  path_cells: "buf_8 -> buf_4 -> buf_4 -> buf_4 -> mux4_2 -> mux4_2 -> nor2_1 -> nor4_2 -> buf_4 -> clkdlybuf4s50_1"
  cp-startpoint: "rs1[0]"
  arrival_ns: 7.91
  path_buffers: 6
  cpPeakStageDelay_ns: 0.81
  slowest_stage: "nor4_2"
  cp.depth: 10
  cp_max_fo: 46
  worst_path_most_repeated_cell: "buf_4"
  start_kind: "primary input"
  critPathCaptureType: "output pin"
flow_run:
  tool_warnings: 26
  max_cap_viol_count: 0
sta:
  tns_ns: 0
  fin_crit_ns: 11.21
  slew_violations: 0
  finalCritPeriodShare_pct: 67.9
  slew-limit-headroom_pct: 33.1
  worst_slack_ns: 5.29
  final-hold-violation-count: 0
  timing.fmax_ghz: 0.0892
  fin_hold_ws_ns: 3.22
  rsz0062_at_grt: "no"
  tightestPinTransition_ns: 1.00
  finalSetupViolCount: 0
power:
  total_power_mw: 11.5
  netSwitchingFraction_pct: 23.2
  p_leak_nw: 34.2
  seqPwrFrac_pct: 50.6
  p_sw_mw: 2.67
  p_int_mw: 8.85
  vdd_ir_drop_max_uv: 114
  clkPwrFrac_pct: 40.3
  p_comb_share_pct: 9.1
  powerDensity_nw_per_um2: 106
detailed_routing:
  ant_nets: 0
  drc_errors: 0
  routedWlPerCell_um: 32.3
  wirelength_um: 299000
  viasPerCell: 5.58
  drtPass1Iterations: 7
  dr_total_vias: 51700
  drtIter0Drc: 3149
clock_network:
  post_cts_buffers: 0
  htree_levels: 4
  cts_tree: "done"
  cts-root-buf: "clkbuf_16"
  clock_path_buffers: 3
  cts.clk_slew.worst_paths_ns: 0.06
  cts_hold_buf: 0
  numCtsBuffers: 214
  cts_resized: 0
  cts_sinks: 2048
synth:
  top_cell_area_share_pct: 65.5
  synth_chip_area_um2: 94000
  ys_ff: 2048
  synth-edff-count: 2048
  syn-instance-count: 4565
  yosys_warnings: 1
  postSynthSeqShare_pct: 65.5
  most_common_cell: "edfxtp_1"
  ys_cells: 4565
  synthTopCellsByArea: "edfxtp_1 65%, mux4_2 22%, mux2i_1 3.0%"
  netlist_area_um2: 94000
  synth_cell_type_count: 49
  synthesis.area_per_instance_um2: 20.6
  synthArstFlopShare_pct: 0
  ys.flop_type: "edfxtp_1"
  synth_area_leader_cell: "edfxtp_1"
  top_cells_by_count: "2,048 x edfxtp_1, 920 x mux4_2, 284 x mux2i_1"
floorplan:
  num_rows: 205
  die_y_um: 562
  pin_count: 209
  fp_util_pct: 30.1
  die_area_um2: 315000
  core_um2: 312000
  dieWidth_um: 562
placement:
  place_area_um2: 102000
  dp_slack_ns: 5.21
  hpwl_um: 173000
  place.port_buffers: 208
  place.gp.congestion: 0.854
global_routing:
  antenna_found_initial: 17
  grt_pass1_wl_um: 424000
  grt_overflow_total: 0
  grt_use_total_pct: 20.4
  grt_pass1_vias: 58300
  grt_max_degree: 85
worst_hold_path:
  min_path_type: "primary input to flop"
[placed cells by master (no fill, tap or decap), drive strengths merged, types with 69 or more instances in the layout]
cell,count
edfxtp,2048
mux4,920
mux2i,284
buf,279
clkbuf,278
clkdlybuf4s50,200
mux2,149
clkinv,87
a22oi,75
nand2,71
o22ai,70
o221ai,69
[through the flow]
| step | std cells | utilization [%] |
|---|---|---|
| floorplan | 4628 | - |
| global placement | 8874 | 32.8 |
| detailed placement | 8874 | 32.8 |
| CTS | 9258 | 34.9 |
| global route | 9259 | 34.9 |
| finish | 9266 | 34.9 |
[power groups by stage]
stage         Sequential [mW]  Clock (mW)  Combinational (mW)
finish                   5.83        4.64                1.05
CTS                      5.83        4.71                1.07
global route             5.84        4.91                1.12
[routing by layer]
metal	share of wire [%]	vias up	track usage, %
met2	48	3883	31.1
met3	18	593	16.8
li1	-	20800	-
met5	0.16	-	1.43
met4	3.5	27	5.71
met1	30	26400	21.1
[worst min-delay path by stage]
stage               start                     end  slack, ns  cells past startpoint
global route  rd_data[29]  regs[11][29]$_DFFE_PP_       3.20                      2
CTS           rd_data[61]  regs[20][61]$_DFFE_PP_       3.18                      2
finish        rd_data[61]  regs[20][61]$_DFFE_PP_       3.22                      2
[kinds of logic (layout without fill, tap and decap cells)]
family / count (synthesis) / count (layout) / synth area share, %
other: 1 / 72 / 0.00399
AOI/OAI and AO/OA: 493 / 493 / 4.09
muxes: 1353 / 1353 / 26.9
buffers and inverters: 378 / 868 / 2.00
DFF: 2048 / 2048 / 65.5
and+or+nand+nor: 292 / 292 / 1.59
[layout make-up]
cell class / instances / area [um2]
tap: 4140 / 5180
clock inverter: 109 / 1070
clock buffer: 275 / 5610
fill: 28400 / 203000
antenna: 8 / 20.0
sequential: 2048 / 61500
timing repair buffer: 482 / 4360
multi-input combinational: 2202 / 31200
inverter: 2 / 15.0
Power figures rest on the tool's default switching activity, not on a simulated workload.
